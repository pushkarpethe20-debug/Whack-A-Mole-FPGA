==> design/flow/design.v <==
module wack_a_mole(
    input wire clk,                
    input wire start_btn,          
    input wire reset_btn,
    input wire [6:0] switches,     
    output reg [6:0] leds,         
    output reg [7:0] seg,          
    output reg [3:0] en,           
    output wire game_over_led      
);
    reg game_started = 0;
    reg game_over = 0;
    reg start_btn_prev;
    reg reset_btn_prev;
    reg reset_signal;
    always @(posedge clk) begin
        start_btn_prev <= start_btn;
        reset_btn_prev <= reset_btn;
        if (reset_btn && !reset_btn_prev)
            reset_signal <= 1;
        else
            reset_signal <= 0;
    end
    always @(posedge clk or posedge reset_signal) begin
        if (reset_signal) begin
            game_started <= 0;
        end else if (start_btn && !start_btn_prev) begin
            game_started <= 1;
        end else if (game_over) begin
            game_started <= 0;
        end
    end
    assign game_over_led = game_over;
    reg [25:0] counter;
    reg one_sec_pulse;
    reg [4:0] time_counter = 0;
    always @(posedge clk) begin
        if (!game_started || game_over) begin
            counter <= 0;
            one_sec_pulse <= 0;
        end else if (counter >= 50_000_000 - 1) begin
            counter <= 0;
            one_sec_pulse <= 1;
        end else begin
            counter <= counter + 1;
            one_sec_pulse <= 0;
        end
    end
    always @(posedge clk or posedge reset_signal) begin
        if (reset_signal)
            time_counter <= 0;
        else if (game_started && !game_over) begin
            if (one_sec_pulse && time_counter < 30)
                time_counter <= time_counter + 1;
        end
    end
    always @(posedge clk or posedge reset_signal) begin
        if (reset_signal)
            game_over <= 0;
        else if (time_counter >= 30)
            game_over <= 1;
    end
    reg [6:0] score = 0;
    reg [3:0] lfsr = 4'b1010;
    wire feedback = lfsr[3] ^ lfsr[2];
    always @(posedge clk or posedge reset_signal) begin
        if (reset_signal)
            lfsr <= 4'b1010;
        else if (one_sec_pulse && game_started && !game_over)
            lfsr <= {lfsr[2:0], feedback};
    end
    reg [2:0] mole_pos;
    always @(*) begin
        mole_pos = lfsr % 7;
    end
    reg mole_active;
    reg whack_detected;
    reg [6:0] prev_switches;
    always @(posedge clk or posedge reset_signal) begin
        if (reset_signal) begin
            leds <= 7'b0;
            mole_active <= 0;
        end else if (game_started && !game_over) begin
            if (one_sec_pulse)
                mole_active <= 1;
            if (mole_active) begin
                leds <= 7'b0;
                leds[mole_pos] <= 1;
                if (whack_detected) begin
                    leds[mole_pos] <= 0;
                    mole_active <= 0;
                end
            end else begin
                leds <= 7'b0;
            end
        end else begin
            leds <= 7'b0;
        end
    end
    always @(posedge clk or posedge reset_signal) begin
        if (reset_signal) begin
            prev_switches <= 7'b0;
        end else begin      
            prev_switches <= switches;
        end
    end
    always @(posedge clk or posedge reset_signal) begin
        if (reset_signal) begin
            whack_detected <= 0;
        end else if (game_started && !game_over && mole_active &&
            (switches[mole_pos] != prev_switches[mole_pos])) begin
            whack_detected <= 1;
        end else
            whack_detected <= 0;
    end
    always @(posedge clk or posedge reset_signal) begin
        if (reset_signal)
            score <= 0;
        else if (game_started && !game_over && whack_detected && score < 99)
            score <= score + 1;
    end
    reg [3:0] time_ones;
    reg [3:0] time_tens;
    wire [3:0] score_ones = score % 10;
    wire [3:0] score_tens = score / 10;
    always @(*) begin
        time_tens = (30 - time_counter) / 10;
        time_ones = (30 - time_counter) % 10;
    end
    reg [15:0] mux_counter;
    reg mux_clk;
    reg [1:0] digit_sel;
    always @(posedge clk or posedge reset_signal) begin
        if (reset_signal) begin
            mux_counter <= 0;
            mux_clk <= 0;
        end else if (mux_counter >= 25_000 - 1) begin
            mux_counter <= 0;
            mux_clk <= ~mux_clk;
        end else begin
            mux_counter <= mux_counter + 1;
        end
    end
    always @(posedge mux_clk or posedge reset_signal) begin
        if (reset_signal) begin
            digit_sel <= 0;
            en <= 4'b0000;
            seg <= 8'b11111111;
        end else begin
            case (digit_sel)
                2'd0: begin
                    en <= 4'b0001;
                    case (score_ones)
                        0: seg <= 8'b00000001;
                        1: seg <= 8'b01001111;
                        2: seg <= 8'b00010010;
                        3: seg <= 8'b00000110;
                        4: seg <= 8'b01001100;
                        5: seg <= 8'b00100100;
                        6: seg <= 8'b00100000;
                        7: seg <= 8'b00001110;
                        8: seg <= 8'b00000000;
                        9: seg <= 8'b00000100;
                        default: seg <= 8'b11111111;
                    endcase
                end
                2'd1: begin
                    en <= 4'b0010;
                    case (score_tens)
                        0: seg <= 8'b00000001;
                        1: seg <= 8'b01001111;
                        2: seg <= 8'b00010010;
                        3: seg <= 8'b00000110;
                        4: seg <= 8'b01001100;
                        5: seg <= 8'b00100100;
                        6: seg <= 8'b00100000;
                        7: seg <= 8'b00001110;
                        8: seg <= 8'b00000000;
                        9: seg <= 8'b00000100;
                        default: seg <= 8'b11111111;
                    endcase
                end
                2'd2: begin
                    en <= 4'b0100;
                    case (time_ones)
                        0: seg <= 8'b00000001;
                        1: seg <= 8'b01001111;
                        2: seg <= 8'b00010010;
                        3: seg <= 8'b00000110;
                        4: seg <= 8'b01001100;
                        5: seg <= 8'b00100100;
                        6: seg <= 8'b00100000;
                        7: seg <= 8'b00001110;
                        8: seg <= 8'b00000000;
                        9: seg <= 8'b00000100;
                        default: seg <= 8'b11111111;
                    endcase
                end
                2'd3: begin
                    en <= 4'b1000;
                    case (time_tens)
                        0: seg <= 8'b00000001;
                        1: seg <= 8'b01001111;
                        2: seg <= 8'b00010010;
                        3: seg <= 8'b00000110;
                        default: seg <= 8'b11111111;
                    endcase
                end
            endcase
            digit_sel <= digit_sel + 1;
        end
    end
endmodule
==> design/flow/run.sh <==
#!/bin/bash
# OpenROAD 26Q1-2900-gdf79404cd8, Yosys 0.63+post, stock flow scripts
make -C /OpenROAD-flow-scripts/flow DESIGN_CONFIG=/design/flow/config.mk WORK_HOME=/design/flow/orfs finish
==> design/flow/config.mk <==
export PLATFORM = sky130hd
export DESIGN_NAME = wack_a_mole
export DESIGN_NICKNAME = wack_a_mole
export VERILOG_FILES = /design/flow/design.v
export SDC_FILE = /design/flow/constraint.sdc
export NUM_CORES = 4
export LEC_CHECK = 1
export CORE_UTILIZATION = 40
==> design/flow/constraint.sdc <==
current_design wack_a_mole

set clk_period 1.2
set clk_io_pct 0.2

create_clock -name clk0 -period $clk_period [get_ports {clk}]

set non_clock_inputs [all_inputs -no_clocks]
set_input_delay [expr $clk_period * $clk_io_pct] -clock clk0 $non_clock_inputs
set_output_delay [expr $clk_period * $clk_io_pct] -clock clk0 [all_outputs]
==> notes.md <==
yosys + openroad results -> setup_tns=-36.19 ns, Port Buffer Count=29, total grt overflow=0, prevailing post-synth register cell=dfrtp_1, CTS clock-pin slew for the worst setup and hold paths=about 0.06 ns, cell area after synthesis=5940 sq um, Buf+Inv Stages, Crit Path=2, Combinational Area=approximately 4200 sq um, global placement routability congestion=between 0.9 and 1, Util after Layout=between 50% and 60%, Yosys Chip Area=5940 sq um, Finished Layout Cells=996, Max transition margin=46.1%, fin crit share=235%, total power=a little under 10 mW, GR Util All Layers=a little under a fifth, ANT cells=0, CTS Root Cell=clkbuf_16, register pins left without a clock=14, CP Class=reg -> reg, DR iter-0 viols=187, max incr delay on CP=between 0.5 and 0.6 ns, RSZ-0062 raised after global routing=yes, Num CTS Buffers=9, Initial Util=between 40% and 50%, CP Max Fanout=4, Post-synth EDFFs=0, fin. max-slew vios=0, min Tclk post-route=approximately 2.8 ns, crit start category=flip-flop, dpl cells=between 900 and 1000, Unique cell types=~80, final setup fails=~70, Slowest cell on crit path=dfstp_2, tool warnings=57, CTS tree=yes, Fin. Hold Viols=0, Post-synth ARST share=between 60% and 70%, Pleak=3.68 nW, first drt pass iteration count=4, CP endpoint kind=flip-flop, Longest Clk Path Bufs=2, CTS H-tree lvls=3, layout filler cell count=about 1100, status=complete, but fails checks, max_cap viols=0, area delta synth->final=44.8%, fmax=0.355 GHz, worst hold margin=between 0.2 and 0.3 ns, failing checks=setup timing, Worst Slack Setup Final=-1.62 ns, CTS Hold Bufs=0, vias in the first global route=just under 5000, share of cells above drive strength 1=a little under two fifths, final wirelength=roughly 13 mm, chip width=about 120 um, VDD IR max=between 0.9 and 1 mV, endpoints left unconstrained=26, setup slack at placement=-1.68 ns, worst endpoint required time=1.43 ns, Syn Area/Cell=between 9 and 10 sq um, number of cells in Yosys stat=approximately 650, sequential area share after synthesis=about 38%, placed inst area=7460 sq um, reg2reg setup slack=-1.62 ns, Yosys Warn Count=1, routed len/inst=roughly 13 um, die height=124 um, post-route ant nets=0, antenna violations before repair=0, total core area=roughly 15000 sq um, cells along the critical path=ha_4 -> and3b_2 -> nor2_2 -> mux2_4 -> a21oi_4 -> xnor2_4 -> buf_4 -> inv_2 -> or3_1 -> a31o_2 -> xnor2_1 -> nor2_1, die area=between 15000 and 20000 sq um, worst slew pin tran=0.805 ns, number of remaining DRC errors=0, Avg Vias per Cell=between 5 and 6, Seq. cell area=between 2000 and 2500 sq um, first-pass GRT wire length=22.4 mm, Arrival @ worst endpoint=3.05 ns, cell family with most CP delay=simple AND/OR/NAND/NOR gates, Yosys reg bits=95, clk latency late pin=~0.35 ns, vias=5181, row count=44, DP Wirelength=~9 mm, largest net degree at the start of global routing=about 66, Hold Crit Class=reg -> async, skew final=slightly below 0.01 ns, Post-Layout Inst Area=approximately 8600 sq um, Cells after Synth=approximately 650, pwr dens=between 1000 and 1500 nW/um^2, I/O pin count=30
==> report_power, final <==
| part | leakage (nW) | switching, mW | internal, mW |
|---|---|---|---|
| clock | 0.153 | 1.14 | 1.61 |
| combinational | 2.49 | 2.09 | 1.59 |
| sequential | 1.04 | 0.194 | 3.13 |
==> placed cells by master, fill, tap and decap left out, types with 12 or more instances in the layout <==
cell,n
dfrtp_1,52
o21ai_0,30
dfxtp_1,26
xor2_1,24
mux2i_1,12
nor2_2,15
a21oi_1,16
nand2_1,34
inv_1,29
buf_6,16
nand3_1,20
nor2_1,43
clkdlybuf4s50_1,21
ha_1,33
nand2b_1,13
xnor2_1,24
buf_4,112
nor2_4,21
==> sequential cells by signal, indices dropped and copies added (netlist names) <==
name            count
mole_active         1
game_started        1
start_btn_prev      1
lfsr                4
mux_clk             1
whack_detected      1
leds                7
time_counter        5
prev_switches       7
reset_signal        1
score               7
digit_sel           2
reset_btn_prev      1
mux_counter        16
one_sec_pulse       1
counter            26
game_over           1
seg                 8
en                  4
==> per-layer routing <==
| metal | part of all wire, % | track usage [%] | wire (um) | vias to the layer above |
|---|---|---|---|---|
| met3 | 3.2 | 2.48 | 424 | 17 |
| met4 | 1.2 | 2.03 | 161 | 0 |
| met1 | 49 | 28.6 | 6510 | 2474 |
| met5 | 0 | 0 | 0 | - |
| li1 | - | - | - | 2601 |
| met2 | 46 | 28.7 | 6150 | 89 |
==> cell usage after synthesis, types with 3 or more instances <==
| library cell | count | share of area [%] |
|---|---|---|
| a211o_1 | 3 | 0.44 |
| a21oi_1 | 22 | 1.9 |
| a221oi_1 | 4 | 0.59 |
| a31oi_1 | 7 | 0.74 |
| a32oi_1 | 3 | 0.44 |
| and2_1 | 3 | 0.32 |
| and3_1 | 13 | 1.4 |
| and3b_1 | 3 | 0.44 |
| buf_2 | 8 | 0.67 |
| clkbuf_1 | 8 | 0.51 |
| dfrtp_1 | 55 | 23 |
| dfstp_2 | 10 | 4.4 |
| dfxtp_1 | 30 | 10 |
| ha_1 | 43 | 9.1 |
| inv_1 | 36 | 2.3 |
| mux2_2 | 6 | 1.1 |
| mux2i_1 | 13 | 2.2 |
| nand2_1 | 43 | 2.7 |
| nand2b_1 | 13 | 1.4 |
| nand3_1 | 27 | 2.3 |
| nand3b_1 | 4 | 0.51 |
| nand4_1 | 10 | 1.1 |
| nor2_1 | 77 | 4.9 |
| nor2b_1 | 8 | 0.84 |
| nor3_1 | 12 | 1.0 |
| nor4_1 | 8 | 0.84 |
| o2111ai_1 | 3 | 0.44 |
| o21a_1 | 4 | 0.51 |
| o21ai_0 | 37 | 3.1 |
| o31ai_1 | 4 | 0.51 |
| or3_1 | 8 | 0.84 |
| xnor2_1 | 31 | 4.6 |
| xor2_1 | 29 | 4.3 |
==> worst paths after layout <==
kind	from	endpoint	cells after the start
max in group asynchronous	reset_signal	mux_counter[7]	2
worst max-delay path	lfsr[3]	whack_detected	12
min in group clk0	reset_btn	reset_btn_prev	1
worst max register to register	lfsr[3]	whack_detected	12
worst min register to register	reset_signal	lfsr[2]	2
worst min-delay path	reset_signal	lfsr[2]	2
==> layout make-up <==
cell class              count  area share (%)
multi-input cells         500            48.7
flip-flops and latches     95            26.2
repair buffers            165            17.2
clock buffers              11            3.07
well taps                 184            2.68
inverters                  36            1.64
clock inverters             5           0.480
==> what timing repair did <==
action,CTS,global route
endpoints found under the setup margin,75,73
gates resized,80,79
setup buffers,23,14
pin swaps,26,34
cloned,3,0
hold endpoints to repair,0,0
==> kinds of logic (layout without fill, tap and decap cells) <==
family,count (synthesis),in the layout,share of synthesized area (%)
simple gates,242,242,20.3
compound gates,126,126,14.5
flops,95,95,37.7
xor+xnor,61,61,9.22
buf+inv,59,217,4.44
fa+ha+maj,43,43,9.06
mux,23,23,4.72
other cells,2,5,0.126
==> worst register-to-register path: cells and delay by family (launching register included) <==
kind                     cells  cell delay [ns]
AND-OR/OR-AND                2             0.50
XOR/XNOR                     2             0.34
flip-flops                   1             0.58
adder cells (fa/ha/maj)      1             0.15
multiplexers                 1             0.31
buffers and inverters        2             0.18
AND/OR/NAND/NOR              4             0.66
Power and IR drop assume default switching activity.
